==> design.v <==
module Instruction_Memory(PC, instruction); 
input [31:0] PC; 
output [31:0] instruction; 
reg [31:0] instruction; 
reg [31:0] IM [255:0]; 
initial begin 
IM[0] = 32'h8c010004; 
IM[1] = 32'h8c02000c; 
IM[2] = 32'h8c030014; 
IM[3] = 32'h8c04001c; 
IM[4] = 32'h00232805; 
IM[5] = 32'h50a603ff;
IM[6] = 32'h00824007;
IM[7] = 32'hcc00000b;
IM[8] = 32'h00a63802;
IM[9] = 32'hac070008;
IM[10] = 32'hc4000013; 
IM[11] = 32'h4d080002; 
IM[12] = 32'hac050004; 
IM[13] = 32'hac060018; 
IM[14] = 32'hc0688004; 
IM[15] = 32'h01034807;
IM[16] = 32'h03e00008;
IM[17] = 32'h00e95000;
IM[18] = 32'h01245806;
end 
always @ (PC ) 
#15 instruction = IM[PC>>2]; 
endmodule 
==> run.sh <==
#!/bin/bash
# OpenROAD 26Q1-2900-gdf79404cd8, Yosys 0.63+post, stock flow scripts
make -C /OpenROAD-flow-scripts/flow DESIGN_CONFIG=/design/flow/config.mk WORK_HOME=/design/flow/orfs finish
==> config.mk <==
export PLATFORM = sky130hd
export DESIGN_NAME = Instruction_Memory
export DESIGN_NICKNAME = Instruction_Memory
export VERILOG_FILES = /design/flow/design.v
export SDC_FILE = /design/flow/constraint.sdc
export NUM_CORES = 4
export LEC_CHECK = 1
export CORE_AREA = 10 10 71 71
export DIE_AREA = 0 0 81 81
export SYNTH_MEMORY_MAX_BITS = 65536
==> constraint.sdc <==
current_design Instruction_Memory

set clk_period 1.2
set clk_io_pct 0.2

create_clock -name clk0 -period $clk_period

set non_clock_inputs [all_inputs -no_clocks]
set_input_delay [expr $clk_period * $clk_io_pct] -clock clk0 $non_clock_inputs
set_output_delay [expr $clk_period * $clk_io_pct] -clock clk0 [all_outputs]
==> results.sh <==
# source this file to load flow results
export IMPL_synth_warning_count=1
export IMPL_ir_drop_v=0.0001790
export IMPL_p_seq_frac=0
export IMPL_chipArea_um2=6561
export IMPL_clkPwrFrac=0
export IMPL_dp_hpwl_um=2171
export IMPL_final_cell_mix="31 x buf_4, 30 x buf_6, 24 x buf_2"
export IMPL_diodes=0
export IMPL_max_freq_mhz=638.8
export IMPL_routedWlPerCell_um=16.55
export IMPL_n_clock_buffer=0
export IMPL_critPathArrivalTime_ps=1330
export IMPL_gp_congestion=0.9487
export IMPL_status="finished with violations"
export IMPL_hold_viol_final=0
export IMPL_finalNonFillerCells=228
export IMPL_endpoint_kind="primary output"
export IMPL_cellLeakagePower_nw=0.8269
export IMPL_tns_ps=-6391
export IMPL_setup_worst_path_class="in -> out"
export IMPL_vias=1083
export IMPL_final_core_util=0.4924
export IMPL_core_um2=3633
export IMPL_wl_met1_um=1719
export IMPL_antenna_found_initial=0
export IMPL_timing_final_ws_setup_ps=-365.5
export IMPL_placed_cells=197
export IMPL_maxCapViolCount=0
export IMPL_min_path_type="in -> out"
export IMPL_swShare=0.4281
export IMPL_top_area_cell="ha_1"
export IMPL_ant_nets=0
export IMPL_portBuffers=35
export IMPL_tool_warnings=68
export IMPL_timing_final_max_slew_violations=0
export IMPL_first_global_vias=1116
export IMPL_ys_seq_share=0
export IMPL_routed_wl_um=3773
export IMPL_yosys_area_top_type_share=0.1277
export IMPL_routed_wl_met2_um=1824
export IMPL_die_w_um=81
export IMPL_layout_cells_most_common="buf_4"
export IMPL_grt_pass1_wl_um=5685
export IMPL_fin_crit_ps=1566
export IMPL_wl_met3_um=160
export IMPL_p_comb_frac=1.000
export IMPL_syn_inst=99
export IMPL_syn_area_um2=685.7
export IMPL_ys_chip_area_um2=685.7
export IMPL_dr_max_layer_used="met4"
export IMPL_required_ps=960
export IMPL_p_int_mw=0.3637
export IMPL_yosysUniqueCellTypes=36
export IMPL_grt_max_degree=11
export IMPL_ys_cells=99
export IMPL_fp_row_count=22
export IMPL_final_fill_count=300
export IMPL_seq_area_um2=0
export IMPL_first_iter_violations=76
export IMPL_syn_area_per_cell_um2=6.926
export IMPL_rsz0062_at_grt="yes"
export IMPL_drive_gt1_frac=0.8222
export IMPL_worst_path_max_fanout=5
export IMPL_p_per_area_nw_per_um2=355.4
export IMPL_ff_count=0
export IMPL_die_y_um=81
export IMPL_setup_viol=27
export IMPL_switching_power_mw=0.2723
export IMPL_grt_usage=0.1064
export IMPL_area_leaders="ha_1 13%, buf_4 8.8%, a21oi_1 7.3%"
export IMPL_viasPerCell=4.750
export IMPL_syn2layout_area_growth_pct=160.9
export IMPL_io_pins=64
export IMPL_drcViolationCount=0
export IMPL_cp_start_kind="primary input"
export IMPL_violations="setup timing"
export IMPL_gr_total_overflow=0
export IMPL_fin_crit_sh=1.305
export IMPL_dr_pass1_iters=4
export IMPL_initial_core_util=0.1887
[power by group through the flow]
stage	Clock (mW)	Combinational, mW	Sequential, mW
finish	0	0.636	0
global route	0	0.682	0
CTS	0	0.543	0
[cell families (layout without fill, tap and decap cells)]
logic type      Yosys count  in the layout  synth area share
fa+ha+maj                 7              7            0.1277
simple gates             31             31            0.2281
mux                       4              4           0.06751
other cells               1              2          0.005469
buf+inv                  20            100            0.1934
compound gates           36             36            0.3777
[path summary, 6_finish.rpt]
check / cells after the start / slack, ps / start / end
worst max-delay path: 7 / -370 / PC[2] / instruction[15]
worst min-delay path: 3 / 780 / PC[6] / instruction[23]
[cell usage after synthesis (all sizes together)]
library cell  count
a211oi            1
a21boi            1
a21oi            10
a221o             1
a221oi            4
a22oi             1
a2bb2oi           1
a311oi            2
and2              2
and2b             1
and3              1
buf              15
clkinv            1
conb              1
ha                7
inv               4
mux2              2
mux2i             2
nand2            10
nand2b            5
nor2              7
nor2b             3
nor3b             1
o2111ai           1
o211ai            3
o21ai             8
o22ai             2
o311ai            1
or2               1
[worst max-delay path: stages]
cell,delay (ps)
buf_8,110
inv_8,70
ha_4,160
nand2_4,70
buf_6,120
nor2_2,90
clkdlybuf4s50_1,470
[what timing repair did]
| item | in CTS | in global routing |
|---|---|---|
| endpoints found under the setup margin | 30 | 29 |
| buffers inserted | 22 | 9 |
| gates resized | 188 | 42 |
| hold buffers | 0 | 0 |
| pin swaps | 26 | 24 |
| cloned | 1 | 0 |
[per-stage QoR]
step / total power [mW] / setup WS, ps / hold slack (ps) / instance area, um^2
3_5_place_dp: 0.4156 / -1189 / 1662 / 1221
6_report: 0.6360 / -365.5 / 784.4 / 1789
5_1_grt: 0.6824 / -414.4 / 809.3 / 1789
2_1_floorplan: 0.1871 / -76.04 / 569.3 / 716.9
4_1_cts: 0.5430 / -362.1 / 789.7 / 1597
3_3_place_gp: 0.4146 / -1146 / 1659 / 1221
[per-layer routing]
metal	track usage	vias to the layer above
li1	-	512
met1	0.1432	524
met2	0.1831	41
met3	0.007795	6
met4	0.01903	0
met5	0	-
[final cells by class]
| class | instances | area (um^2) | area share |
|---|---|---|---|
| well taps | 48 | 60.06 | 0.03357 |
| repair buffers | 95 | 838.3 | 0.4685 |
| inverters | 5 | 37.54 | 0.02098 |
| multi-input cells | 80 | 853.3 | 0.4769 |
Power and IR drop assume default switching activity.
