==> flow/design.v <==
module Data_Memory(readdata , address, writedata , memwrite , memread , clk); 
input [31:0] address , writedata ; 
input memwrite , memread , clk; 
output [31:0] readdata; 
reg [31:0] readdata;
reg [31:0] DM [255:0];
integer i;
initial begin 
  for(i=0;i<256;i=i+1)
      DM[i] = i;
  end
always @(memread or address)begin
  #10; if(memread==1)
      readdata  = DM[address>>2];
end
always @(posedge clk)begin
  #5; if(memwrite==1)
      DM[address>>2]= writedata;
end
endmodule 
==> flow/run.sh <==
#!/bin/bash
# OpenROAD 26Q1-2900-gdf79404cd8, Yosys 0.63+post, stock flow scripts
make -C /OpenROAD-flow-scripts/flow DESIGN_CONFIG=/design/flow/config.mk WORK_HOME=/design/flow/orfs finish
==> flow/config.mk <==
export PLATFORM = sky130hd
export DESIGN_NAME = Data_Memory
export DESIGN_NICKNAME = Data_Memory
export VERILOG_FILES = /design/flow/design.v
export SDC_FILE = /design/flow/constraint.sdc
export NUM_CORES = 4
export LEC_CHECK = 1
export CORE_UTILIZATION = 50
export SYNTH_MEMORY_MAX_BITS = 65536
==> flow/constraint.sdc <==
current_design Data_Memory

set clk_period 66.6
set clk_io_pct 0.2

create_clock -name clk0 -period $clk_period [get_ports {clk}]

set non_clock_inputs [all_inputs -no_clocks]
set_input_delay [expr $clk_period * $clk_io_pct] -clock clk0 $non_clock_inputs
set_output_delay [expr $clk_period * $clk_io_pct] -clock clk0 [all_outputs]
==> job_summary.md <==
## PnR job results

| Metric | Value |
|---|---|
| Most frequent logic cell in the layout | `edfxtp_1` |
| Slowest stage cell, crit path | `clkdlybuf4s50_1` |
| Fmax | `0.0581 GHz` |
| YS warnings | `1` |
| Core area | `615000 um2` |
| CP delay by family, top | `buffers and inverters` |
| Post-DP HPWL | `516000 um` |
| Critical path capture point type | `flip-flop` |
| Register bit total from synthesis | `8224` |
| Crit-path max FO | `45` |
| Slew Viols, Final | `0` |
| Number of enable flip-flop cells | `8192` |
| Cells after Synth | `13100` |
| Die W | `788 um` |
| Hold_buf cts | `0` |
| Hold Path Stages | `1` |
| Most numerous logic cells after layout | `8192 x edfxtp_1, 2048 x mux4_2, 1024 x a22oi_1, 808 x clkbuf_16, 790 x buf_4` |
| Chip Area | `621000 um2` |
| Max VDD drop | `30.7 uV` |
| Fin crit period | `17.22 ns` |
| Tcrit/Tclk final | `25.9%` |
| Endpoints left unconstrained | `64` |
| Die height | `788 um` |
| CP cell instances | `clkdlybuf4s50_1, and2_4, buf_4, buf_4, nand3_4, buf_4, nor2_4, buf_4` |
| Clock buffer depth | `4` |
| Netlist cell types | `22` |
| Clock transition at path regs | `0.06 ns` |
| Area Overhead vs Synth | `14.0%` |
| Detail Route Antenna Nets | `0` |
| # rows | `288` |
| Top cells by area | `edfxtp_1 80%, mux4_2 15%, a22oi_1 2.5%, a21oi_1 0.83%, clkbuf_1 0.61%` |
| Postcts setup bufs | `0` |
| Starting density of the core | `50.2%` |
| Drt total wl | `865000 um` |
| CP peak stage delay | `0.79 ns` |
| Hold Startpoint | `writedata[24]` |
| Slew HR | `5.79%` |
| Dominant cell type by area after synthesis | `edfxtp_1` |
| Wire per inst | `37.9 um` |
| Top area contributor share | `79.7%` |
| Share of cells above drive strength 1 | `30.1%` |
| Hold Path End | `DM[93][24]$_DFFE_PP_` |
| Log Warnings | `58` |
| DRT Pass-1 Iters | `5` |
| CP arrival | `18.05 ns` |
| Yosys stat chip area | `309000 um2` |
| Post-cts resize count | `0` |
| Gpl congestion | `0.956` |
| Fill cells | `42400` |
| Critical path origin | `address[4]` |
| Fin. Hold Viols | `0` |
| Initial antenna violation count | `49` |
| RSZ-0062 raised after global routing | `no` |
| Dominant synthesized flop cell | `edfxtp_1` |
| DRC violations left | `0` |
| Crit path DRT | `67.43 ns` |
| Setup TNS | `0 ns` |
| First-pass GRT wire length | `1210000 um` |
| Total Routing Usage GR | `31.9%` |
| Grt total ovfl | `0` |
| Finish-stage setup viols | `0` |
| Maxcap violations | `0` |
| CP Launch Type | `primary input` |
| Fin worst setup slack | `49.38 ns` |
| Yosys stat cell total | `13100` |
| Leakage Power | `0.108 uW` |
| Hold/Removal Path Class | `in -> reg` |
| Worst Path Buf+Inv | `5` |
| Power Density | `30.5 nW/um2` |
| Via density | `6.37` |
| Dpl ws | `48.27 ns` |
| Outcome | `finished, final reports clean` |
| Port Buf Inserts | `74` |
| TritonCTS Buffers | `805` |
| Pin count of the biggest net entering global routing | `117` |
| Avg Cell Area, Syn | `23.6 um2` |
| H-tree depth | `6` |
| Vias in the first global route | `163000` |
| Io pins | `99` |
| Ys async rst share | `0%` |
| DR vias | `145000` |
| Iter 0 DRT Violations | `9105` |
| Crit-path most repeated cell | `buf_4` |
| Worst Tran Pin Value | `1.39 ns` |
| Synth Cell Area | `309000 um2` |
| CTS root buf | `clkbuf_16` |
| CP Class | `in -> reg` |
| Register pins left without a clock | `32` |
| CTS tree | `yes` |
-- per-layer routing --
layer / global-route usage, % / vias to the layer above / wire length [um]
met5: 5.96 / - / 3770
met4: 11.3 / 66 / 43500
met3: 29.6 / 1559 / 185000
met2: 43.2 / 11100 / 394000
met1: 36.3 / 73900 / 239000
li1: - / 58800 / -
-- where the power goes --
part / leakage [uW] / total (uW) / switching [uW] / internal [uW]
Combinational: 0.0209 / 528 / 364 / 164
Clock: 0.0128 / 4520 / 1930 / 2580
Sequential: 0.0739 / 5690 / 6.82 / 5690
Total: 0.108 / 10700 / 2310 / 8430
-- cells in the mapped netlist (21+ instances only) --
library cell / n
mux4_2: 2048
a22oi_1: 1024
edfxtp_1: 8192
buf_4: 21
a21oi_1: 512
buf_2: 209
buf_1: 64
clkbuf_1: 498
nand2_1: 28
nand4_1: 32
o41ai_1: 128
dlxtp_1: 32
nor2_1: 232
nor3_1: 30
-- per-stage QoR --
step	utilization, %	cells	power, uW	area [um2]	hold WS [ns]
after floorplan	-	13100	6040	309000	13.42
after global placement	52.9	21300	6320	325000	13.74
after detailed placement	52.9	21300	6330	325000	13.74
after CTS	57.2	22800	10800	352000	12.49
after global routing	57.2	22800	11000	352000	12.54
final	57.2	22800	10700	352000	12.54
-- flip-flops by register name (all words and copies together), names as in the netlist --
name,count
DM,8192
readdata,32
-- cells by family (layout without fill, tap and decap cells) --
kind of cell,after synthesis,after routing,share of synthesized area (%)
flops,8192,8192,79.7
simple gates,354,354,0.489
mux,2048,2048,14.9
buf+inv,797,2359,1.09
compound gates,1664,1664,3.68
other cells,0,49,0
latches,32,32,0.156
-- worst max path at each step --
stage | slack, ns | to | cells after the start
CTS | 49.50 | DM[108][15]$_DFFE_PP_ | 8
global route | 49.31 | DM[108][17]$_DFFE_PP_ | 8
finish | 49.38 | DM[108][17]$_DFFE_PP_ | 8
-- area by class of cell --
| type | instances | area, um2 | area share, % |
|---|---|---|---|
| timing repair buffer | 875 | 7070 | 2.01 |
| sequential | 8224 | 246000 | 70.0 |
| tap | 8120 | 10200 | 2.89 |
| multi-input combinational | 4066 | 61700 | 17.5 |
| clock buffer | 982 | 20900 | 5.93 |
| antenna | 49 | 123 | 0.0348 |
| clock inverter | 501 | 5520 | 1.57 |
| inverter | 1 | 3.75 | 0.00107 |
Power is estimated from default activity; no workload was simulated.
